`design/flow/config.mk`:
```
export PLATFORM = sky130hd
export DESIGN_NAME = basysTest
export DESIGN_NICKNAME = basysTest
export VERILOG_FILES = /design/flow/design.v
export SDC_FILE = /design/flow/constraint.sdc
export NUM_CORES = 4
export LEC_CHECK = 1
export CORE_UTILIZATION = 40
```
`design/flow/design.v`:
```
module basysTest
(
        input           CLK,
        input  [3:0]    BTN,
        output [6:0]    SEG,
        output [3:0]    AN,
        output          DP
);
wire        RST_X               = ~BTN[0];
assign AN  = BTN;
assign DP = 0;
reg [7:0] tcount;
reg [31:0] count;
parameter MAX = 50*1024*1024;
always @(posedge CLK or negedge RST_X) begin
        if( !RST_X )
                tcount <= 8'b0;
        else if( tcount == 8'b0000_0100 && count == MAX)
                tcount <= 0;
        else if( count == MAX )
                tcount <= tcount + 8'b1;
end
always @(posedge CLK or negedge RST_X) begin
        if( !RST_X )
                count <= 31'b0;
        else if(count > MAX )
                count <= 31'b0;
        else
                count <= count + 31'b1;
end
reg [6:0] r_seg;
always @* begin
        case(tcount)
                8'b0000_0001:   r_seg <= 7'b111_1001;
                8'b0000_0010:   r_seg <= 7'b010_0100;
                8'b0000_0011:   r_seg <= 7'b011_0000;
                8'b0000_0100:   r_seg <= 7'b011_0000;
                default:        r_seg <= 7'b100_0000;
        endcase
end
assign SEG = r_seg;
endmodule
```
`design/flow/constraint.sdc`:
```
current_design basysTest

set clk_period 5.4
set clk_io_pct 0.2

create_clock -name clk0 -period $clk_period [get_ports {CLK}]

set non_clock_inputs [all_inputs -no_clocks]
set_input_delay [expr $clk_period * $clk_io_pct] -clock clk0 $non_clock_inputs
set_output_delay [expr $clk_period * $clk_io_pct] -clock clk0 [all_outputs]
```
`design/flow/run.sh`:
```
#!/bin/bash
# OpenROAD 26Q1-2900-gdf79404cd8, Yosys 0.63+post, stock flow scripts
make -C /OpenROAD-flow-scripts/flow DESIGN_CONFIG=/design/flow/config.mk WORK_HOME=/design/flow/orfs finish
```
==> report_table.html <==
<!-- implementation run metrics -->
<table>
<tr><th>Metric</th><th>Value</th></tr>
<tr><th colspan="2">Pwr</th></tr>
<tr><td>Static Leakage</td><td>0.912 nW</td></tr>
<tr><td>Power after layout</td><td>0.515 mW</td></tr>
<tr><td>Max IR drop VDD</td><td>0.124 mV</td></tr>
<tr><td>Ratio of total power to cell area</td><td>214 mW/mm^2</td></tr>
<tr><th colspan="2">Detailed routing</th></tr>
<tr><td>Remaining number of nets flagged by the antenna check after routing</td><td>0</td></tr>
<tr><td>Iteration tally of the first detailed-router pass</td><td>4</td></tr>
<tr><td>Aggregate routed wire length</td><td>3990 um</td></tr>
<tr><td>Number of diodes added for antenna fixing</td><td>0</td></tr>
<tr><td>Number of vias per cell</td><td>5.30</td></tr>
<tr><td>Average wire per cell in the routed design</td><td>12.8 um</td></tr>
<tr><td>Overall via count from detail_route</td><td>1655</td></tr>
<tr><td>DRC viols</td><td>0</td></tr>
<tr><td>Initial detailed-routing violation count</td><td>136</td></tr>
<tr><th colspan="2">Clocking</th></tr>
<tr><td>Number of hold-repair buffers added at the cts stage</td><td>0</td></tr>
<tr><td>TritonCTS Buffers</td><td>5</td></tr>
<tr><td>Total number of H-tree levels</td><td>2</td></tr>
<tr><td>TritonCTS clock tree</td><td>done</td></tr>
<tr><td>Number of buffers inserted to repair setup after CTS</td><td>0</td></tr>
<tr><td>Insertion delay to the later sink of the worst-skew pair</td><td>0.29 ns</td></tr>
<tr><td># resized after CTS</td><td>0</td></tr>
<tr><td>Clock Root Buffer</td><td>sky130_fd_sc_hd__clkbuf_8</td></tr>
<tr><td># clock sinks</td><td>40</td></tr>
<tr><td>Worst-case clock buffer depth</td><td>2</td></tr>
<tr><td>Clock transition time at the flip-flop clock pins of the worst setup and hold paths</td><td>0.08 ns</td></tr>
<tr><th colspan="2">Setup path</th></tr>
<tr><td>Kind of start point of the critical path</td><td>input port</td></tr>
<tr><td>Number of buffers and inverters on the critical path</td><td>2</td></tr>
<tr><td>Worst EP required</td><td>4.32 ns</td></tr>
<tr><td>CP max-delay cell</td><td>sky130_fd_sc_hd__clkdlybuf4s50_1</td></tr>
<tr><td>Worst stage delay on the critical path</td><td>0.47 ns</td></tr>
<tr><td>Nature of the critical path endpoint</td><td>output port</td></tr>
<tr><td>Cell family with most CP delay</td><td>buffers and inverters</td></tr>
<tr><td>Critical-path cell list</td><td>clkdlybuf4s50_1 &gt; clkdlybuf4s50_1</td></tr>
<tr><td>Start-to-end type of the worst setup path</td><td>in2out</td></tr>
<tr><td>Maximum net fanout on the critical path</td><td>2</td></tr>
<tr><td>CP most frequent cell</td><td>sky130_fd_sc_hd__clkdlybuf4s50_1</td></tr>
<tr><td>Crit path DAT</td><td>2.00 ns</td></tr>
<tr><th colspan="2">Layout</th></tr>
<tr><td>Fill count</td><td>488</td></tr>
<tr><td>Core Util, Final</td><td>46.3%</td></tr>
<tr><td>Layout area overhead</td><td>9.19%</td></tr>
<tr><td>Fraction of final layout cells with drive strength greater than 1</td><td>7.85%</td></tr>
<tr><td>Finished Cell Area</td><td>0.00241 sq mm</td></tr>
<tr><th colspan="2">Synth</th></tr>
<tr><td>Cells after synthesis</td><td>235</td></tr>
<tr><td>Most common flop cell mapped by yosys</td><td>sky130_fd_sc_hd__dfrtp_1</td></tr>
<tr><td>Register area share after synthesis</td><td>45.4%</td></tr>
<tr><td>Number of distinct library cell variants in the gate-level netlist after synthesis</td><td>37</td></tr>
<tr><td>Cell count in the Yosys report</td><td>235</td></tr>
<tr><td>Synth Warn #</td><td>1</td></tr>
<tr><td>Async set-or-reset flop fraction in the synthesized netlist</td><td>100%</td></tr>
<tr><td>Total cell area reported by yosys after synthesis</td><td>0.00221 sq mm</td></tr>
<tr><td>Count of library flops with an enable pin</td><td>0</td></tr>
<tr><td>Post-Synthesis Mean Instance Area</td><td>9.39 sq um</td></tr>
<tr><td>Flops &amp; latches, synth</td><td>40</td></tr>
<tr><td>Post-Syn Area</td><td>0.00221 sq mm</td></tr>
<tr><th colspan="2">STA</th></tr>
<tr><td>Final number of hold-violating endpoints</td><td>0</td></tr>
<tr><td>Final setup TNS</td><td>0 ns</td></tr>
<tr><td>Worst-margin pin slew</td><td>0.531 ns</td></tr>
<tr><td>Timing-limited maximum frequency</td><td>0.324 GHz</td></tr>
<tr><td># setup viols final</td><td>0</td></tr>
<tr><td>Clock Skews</td><td>0.0104 ns</td></tr>
<tr><td>Unrepaired setup endpoints after global routing</td><td>no</td></tr>
<tr><td>Number of max-slew violations in the final report</td><td>0</td></tr>
<tr><td>Post-route minimum period</td><td>3.08 ns</td></tr>
<tr><td>Portion of the clock cycle consumed by the worst path in the final layout</td><td>57.1%</td></tr>
<tr><td>Normalized max-slew margin</td><td>64.3%</td></tr>
<tr><th colspan="2">Placed design</th></tr>
<tr><td>HPWL after DPL</td><td>2780 um</td></tr>
<tr><td>Buffers added on ports</td><td>8</td></tr>
<tr><td>Area after DPL</td><td>0.00232 sq mm</td></tr>
<tr><td>Placer congestion estimate</td><td>0.800</td></tr>
<tr><th colspan="2">Die</th></tr>
<tr><td>Core Util at FP</td><td>42.4%</td></tr>
<tr><td>Placeable core region</td><td>0.00520 sq mm</td></tr>
<tr><td>Chip area</td><td>0.00582 sq mm</td></tr>
<tr><td>Floorplan die width</td><td>76.3 um</td></tr>
<tr><td>Floorplan die height</td><td>76.3 um</td></tr>
<tr><td>Standard-cell rows</td><td>26</td></tr>
<tr><td>I/O pin count</td><td>17</td></tr>
<tr><th colspan="2">Global route</th></tr>
<tr><td>Grt peak-use layer</td><td>met1</td></tr>
<tr><td>Met1 usage</td><td>25.2%</td></tr>
<tr><td>Global Route met3 Usage</td><td>3.04%</td></tr>
<tr><td>Pin count of the biggest net entering global routing</td><td>41</td></tr>
<tr><td>Global-route wire length before repair</td><td>7090 um</td></tr>
<tr><td>Total congestion overflow</td><td>0</td></tr>
<tr><td>Antenna violations before repair</td><td>0</td></tr>
<tr><td>Met2 track demand over resource</td><td>21.9%</td></tr>
<tr><td>Via count of the first global-routing pass</td><td>1520</td></tr>
<tr><td>Total global-route track usage</td><td>15.3%</td></tr>
<tr><th colspan="2">Job</th></tr>
<tr><td>Tool Warnings</td><td>29</td></tr>
<tr><td>Max_cap viols</td><td>0</td></tr>
<tr><th colspan="2">Status</th></tr>
<tr><td>Result of the run</td><td>complete, no violations</td></tr>
<tr><th colspan="2">Worst hold path</th></tr>
<tr><td>Kind of path behind the tightest hold check</td><td>reg2reg</td></tr>
</table>
-- logic make-up after synthesis --
| family | after synthesis | share of synthesized area (%) |
|---|---|---|
| DFF | 40 | 45.4 |
| and+or+nand+nor | 111 | 28.1 |
| buffers and inverters | 28 | 6.18 |
| xor gates and xnor gates | 14 | 5.56 |
| other | 1 | 0.170 |
| muxes | 7 | 3.52 |
| adders and majority gates | 6 | 3.40 |
| AOI/OAI and AO/OA | 28 | 7.66 |
-- registers in the layout, summed over array words and instances, names as in the netlist --
signal  cells
tcount      8
count      32
-- layout make-up --
type                            instances  area (sq um)  share of cell area, %
Sequential cell                        40          1000                   41.6
Inverter                               10          37.5                   1.56
Clock buffer                            6          82.6                   3.43
Multi-Input combinational cell        174          1090                   45.5
Timing Repair Buffer                   10          95.1                   3.95
Tap cell                               70          87.6                   3.64
Clock inverter                          2          10.0                  0.416
-- routing by layer --
metal	vias up	share of wire [%]	routed length [um]
li1	845	-	-
met1	778	52	2070
met2	24	43	1700
met3	8	3.4	137
met4	0	1.9	76
met5	-	0	0
-- placed cells by master, fill, tap and decap left out, types with 2 or more instances in the layout --
| cell type | Yosys | layout |
|---|---|---|
| sky130_fd_sc_hd__nand4_2 | 2 | 2 |
| sky130_fd_sc_hd__xor2_1 | 4 | 4 |
| sky130_fd_sc_hd__clkdlybuf4s50_1 | 0 | 8 |
| sky130_fd_sc_hd__dfrtp_1 | 40 | 40 |
| sky130_fd_sc_hd__or4_1 | 7 | 7 |
| sky130_fd_sc_hd__inv_1 | 10 | 10 |
| sky130_fd_sc_hd__nand2_1 | 12 | 12 |
| sky130_fd_sc_hd__xnor2_1 | 10 | 10 |
| sky130_fd_sc_hd__clkbuf_8 | 0 | 6 |
| sky130_fd_sc_hd__nor3_1 | 7 | 7 |
| sky130_fd_sc_hd__buf_4 | 7 | 2 |
| sky130_fd_sc_hd__and3_1 | 3 | 3 |
| sky130_fd_sc_hd__and2_1 | 3 | 3 |
| sky130_fd_sc_hd__ha_1 | 6 | 6 |
| sky130_fd_sc_hd__conb_1 | 1 | 8 |
| sky130_fd_sc_hd__a21oi_1 | 11 | 11 |
| sky130_fd_sc_hd__nor2_1 | 25 | 25 |
| sky130_fd_sc_hd__nand4_1 | 8 | 8 |
| sky130_fd_sc_hd__nand3_1 | 15 | 15 |
| sky130_fd_sc_hd__and4_1 | 2 | 2 |
| sky130_fd_sc_hd__mux2_2 | 6 | 6 |
| sky130_fd_sc_hd__nor4_1 | 12 | 12 |
| sky130_fd_sc_hd__nor4b_1 | 4 | 4 |
| sky130_fd_sc_hd__or3_1 | 6 | 6 |
| sky130_fd_sc_hd__o21ai_0 | 8 | 8 |
| sky130_fd_sc_hd__o31ai_1 | 5 | 5 |
| sky130_fd_sc_hd__clkinv_2 | 0 | 2 |
-- synth_stat cells, types with 2 or more instances --
| cell type | instances | area (sq um) |
|---|---|---|
| sky130_fd_sc_hd__and4_1 | 2 | 17.5 |
| sky130_fd_sc_hd__and2_1 | 3 | 18.8 |
| sky130_fd_sc_hd__o31ai_1 | 5 | 37.5 |
| sky130_fd_sc_hd__nand3_1 | 15 | 75.1 |
| sky130_fd_sc_hd__or4_1 | 7 | 52.6 |
| sky130_fd_sc_hd__nand4_2 | 2 | 25.0 |
| sky130_fd_sc_hd__nand4_1 | 8 | 50.1 |
| sky130_fd_sc_hd__inv_1 | 10 | 37.5 |
| sky130_fd_sc_hd__or3_1 | 6 | 37.5 |
| sky130_fd_sc_hd__and3_1 | 3 | 18.8 |
| sky130_fd_sc_hd__xor2_1 | 4 | 35.0 |
| sky130_fd_sc_hd__nor4_1 | 12 | 75.1 |
| sky130_fd_sc_hd__clkbuf_1 | 7 | 26.3 |
| sky130_fd_sc_hd__nand2_1 | 12 | 45.0 |
| sky130_fd_sc_hd__ha_1 | 6 | 75.1 |
| sky130_fd_sc_hd__xnor2_1 | 10 | 87.6 |
| sky130_fd_sc_hd__buf_4 | 7 | 52.6 |
| sky130_fd_sc_hd__a21oi_1 | 11 | 55.1 |
| sky130_fd_sc_hd__nor4b_1 | 4 | 35.0 |
| sky130_fd_sc_hd__clkbuf_2 | 3 | 15.0 |
| sky130_fd_sc_hd__dfrtp_1 | 40 | 1000 |
| sky130_fd_sc_hd__mux2_2 | 6 | 67.6 |
| sky130_fd_sc_hd__o21ai_0 | 8 | 40.0 |
| sky130_fd_sc_hd__nor3_1 | 7 | 35.0 |
| sky130_fd_sc_hd__nor2_1 | 25 | 93.8 |
-- per-stage QoR --
step                hold WS (ns)  setup WS, ns  instances
floorplan                  0.478          3.14        242
global placement           0.499          2.31        304
detailed placement         0.508          2.31        304
CTS                        0.521          2.31        312
global route               0.563          2.15        312
finish                     0.520          2.32        312
-- where the power goes --
group	leakage, nW	internal (mW)	switching [mW]	total, mW
logic	0.316	0.00234	0.00767	0.0100
clock network	0.0510	0.102	0.101	0.202
registers	0.545	0.302	0.000720	0.302
-- final timing paths --
path	cells after the start	endpoint	slack (ns)	start
setup / recovery	2	AN[0]	2.32	BTN[0]
hold / removal	1	tcount[4]$_DFFE_PP0P_	0.52	tcount[4]$_DFFE_PP0P_
setup reg to reg	4	count[23]$_DFF_PP0_	3.26	count[3]$_DFF_PP0_
hold reg to reg	1	tcount[4]$_DFFE_PP0P_	0.52	tcount[4]$_DFFE_PP0P_
max in group asynchronous	3	count[6]$_DFF_PP0_	3.82	BTN[0]
min in group asynchronous	3	tcount[5]$_DFFE_PP0P_	1.23	BTN[0]
No activity file was given, so power comes from the tool's default toggle rates.
